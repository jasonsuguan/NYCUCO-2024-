==> /design/flow/design.v <==
module ALU (
    input [3:0] ALUctl,
    input signed [31:0] A,B,
    output reg signed [31:0] ALUOut,
    output zero
);
always @* begin
    case (ALUctl)
        4'b0000: begin zero = 0; ALUOut = A & B;end
        4'b0001: begin zero = 0; ALUOut = A | B;end
        4'b0010: begin zero = 0; ALUOut = A + B;end
        4'b0110: begin zero = 0; ALUOut = A - B;end
        4'b0111: begin zero = 0; ALUOut = (A < B) ? 1 : 0;end
        4'b1100: begin zero = 0; ALUOut = ~(A | B);end
        default: begin zero = 0; ALUOut = 0;end      
    endcase
end
endmodule
==> /design/flow/run.sh <==
#!/bin/bash
# OpenROAD 26Q1-2900-gdf79404cd8, Yosys 0.63+post, stock flow scripts
make -C /OpenROAD-flow-scripts/flow DESIGN_CONFIG=/design/flow/config.mk WORK_HOME=/design/flow/orfs finish
==> /design/flow/config.mk <==
export PLATFORM = sky130hd
export DESIGN_NAME = ALU
export DESIGN_NICKNAME = ALU
export VERILOG_FILES = /design/flow/design.v
export SDC_FILE = /design/flow/constraint.sdc
export NUM_CORES = 4
export LEC_CHECK = 1
export CORE_UTILIZATION = 40
==> /design/flow/constraint.sdc <==
current_design ALU

set clk_period 21.5
set clk_io_pct 0.2

create_clock -name clk0 -period $clk_period

set non_clock_inputs [all_inputs -no_clocks]
set_input_delay [expr $clk_period * $clk_io_pct] -clock clk0 $non_clock_inputs
set_output_delay [expr $clk_period * $clk_io_pct] -clock clk0 [all_outputs]
==> results.toml <==
# flow metrics
[cells_and_area]
ff_count = 0
num-clock-buffers = 0
layout.cells.non_filler = 927
seq_area_um2 = 0
layout-area-overhead-vs-synth_pct = 21.3
drive_gt1_frac = 0.0408

[synth]
area_leaders = "ha_1 (26%), inv_1 (7.1%), nor2_1 (6.9%), a221oi_1 (5.8%), o21ai_0 (5.7%)"
synth_seq_share = 0
topCombFamilyByArea = "AND-OR/OR-AND gates"
yosys.area.top_type = "ha_1"
synth_area_per_cell_um2 = 6.76
syn_area_mm2 = 0.00486
ys_sh_xor = 0.0540
synthAoiAreaFrac = 0.358
yosysTopAreaCellShare = 0.262
yosysWarnings = 8
ys_sh_mux = 0.00643
yosys_cells = 720
yosys_area_mm2 = 0.00486
synth.distinct_cells = 77
syn_inst = 720
simple_gate_area_frac = 0.199
synthAdderAreaFrac = 0.271

[timing]
holdWs_ps = 9860
slew_viol_final = 0
setup_ws_ps = 9380
max_freq_mhz = 82.5
slew_headroom = 0.500
finalSetupViolations = 0
finalHoldViolCount = 0
rsz0062_at_grt = "no"
fin_crit_sh = 0.564
fin_crit_ps = 12120
tightestPinTransition_ps = 749
setup_tns_ps = 0

[hold_path]
hold_path_end = "ALUOut[4]"
hold_depth = 6
hp-start = "B[4]"
holdCritPathClass = "in2out"

[grt]
grt_start_max_net_pins = 55
grt_pass1_vias = 4908
overflow = 0
antenna_found_initial = 0
grt_pass1_wl_mm = 25.0
grt_usage = 0.242

[placed_design]
portBuffers = 100
gp_congestion = 0.936
dpl.hpwl_mm = 12.1
placed_cells = 927
dp_slack_ps = 9410

[setup_path]
start_kind = "primary input"
cp.required_ps = 17200
crit_fanout = 4
setup.worst_path.end_class = "output port"
path_class = "in2out"
cp.arrival_ps = 7820

[run_status]
outcome = "completed"

[routing]
drc = 0
vias = 5336
drt_iter0_drc = 313
drtAntennaViolNets = 0
antennaDiodeCount = 0
drt_wl_total_mm = 15.1
dr.pass1.iters = 15
wl_per_cell_um = 16.2
vias_per_cell = 5.76

[floorplanning]
dieArea_mm2 = 0.0126
die-width_um = 112
fp_util = 0.419
pin_count = 101
dieHeight_um = 112
core_region_area_mm2 = 0.0116
fp-row-count = 39

[run]
tool_warnings = 102
drv_cap = 0

[pwr]
leakagePower_nw = 2.65
ir_drop_v = 0.0000130
total_power_w = 0.000141
p_per_area_mw_per_mm2 = 23.9

[cts]
cts_setup_buffers = 0
ctsResizeCount = 0
hold_buffers = 0
==> cell type report <==
type	instances	area [um^2]
timing repair buffer	106	1050
fill	1174	5710
multi-input combinational	586	4330
tap	143	179
inverter	92	345
==> kinds of logic after synthesis <==
| kind of cell | count (synthesis) |
|---|---|
| simple gates | 197 |
| mux | 3 |
| fa+ha+maj | 104 |
| compound gates | 251 |
| other cells | 1 |
| xor+xnor | 30 |
| buf+inv | 134 |
==> power by group <==
part	internal, W	switching, W	total [W]
clock	0	0	0
sequential	0	0	0
combinational	0.0000639	0.0000769	0.000141
==> cells in the mapped netlist, types with 7 or more instances <==
cell type	number
o21ai_0	55
inv_1	92
o211ai_1	11
nand3_1	11
nor4_1	7
nor2b_1	9
a31oi_1	9
nor2_1	90
a21oi_1	51
ha_1	102
buf_4	7
a211oi_1	8
o21ai_1	13
buf_2	12
a221oi_1	32
o31ai_1	8
nand2_1	25
xnor2_1	24
nor3_1	17
clkbuf_1	23
a21o_1	12
==> per-layer routing <==
layer / routed length [um] / up-vias / part of all wire / global-route usage
met5: 0 / - / 0 / 0
met4: 111 / 0 / 0.0074 / 0.0178
met3: 945 / 9 / 0.063 / 0.0138
met2: 6710 / 216 / 0.45 / 0.390
met1: 7290 / 2419 / 0.48 / 0.371
li1: - / 2692 / - / -
==> cell usage in the layout, fill, tap and decap left out, drive strengths merged, types with 5 or more instances in the layout <==
master,instances
ha,102
clkdlybuf4s50,100
inv,92
nor2,90
o21ai,68
a21oi,55
a221oi,34
nand2,26
xnor2,24
nor3,18
a21o,13
o211ai,13
nand3,12
nor2b,9
a31oi,9
a211oi,8
o31ai,8
nor4,8
o21bai,6
xor2,6
buf,6
or2,6
nand4,5
or3,5
==> per-stage QoR <==
stage	util	instance area (um^2)
finish	0.508	5900
global route	0.508	5900
CTS	0.508	5900
detailed placement	0.508	5900
global placement	0.508	5900
floorplan	-	4860
==> worst max path at each step <==
stage         start          to  cells past startpoint
finish         A[1]  ALUOut[31]                     13
global route  A[15]  ALUOut[26]                     13
CTS            B[0]  ALUOut[30]                     14
==> worst max-delay path, stage by stage <==
cell	delay, ps
clkdlybuf4s50_1	530
inv_1	120
ha_1	350
a211oi_1	260
o21ai_1	190
a31oi_1	230
nor4b_2	540
o22a_1	230
a311o_1	150
o21ba_1	170
xnor2_1	120
o21ai_1	140
clkdlybuf4s50_1	480
Power and IR drop assume default switching activity.
